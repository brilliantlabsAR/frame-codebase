==> flow/design.v <==
module quant_seq_mult_15x13_p4 (
    input   logic signed[14:0] a_in,
    input   logic unsigned[12:0] b_in,
    output  logic signed[27:0] out,
    input   logic in_valid,
    output  logic out_valid,
    input   logic en,
    input   logic clk,
    input   logic resetn
);
logic signed[14:0] a_pipe_stg0, a_pipe_stg1, a_pipe_stg2, a_pipe_stg3;
logic signed[14:0] a_pipe_stg0_next, a_pipe_stg1_next, a_pipe_stg2_next, a_pipe_stg3_next;
logic signed[12:0] b_pipe_stg0, b_pipe_stg1, b_pipe_stg2, b_pipe_stg3;
logic signed[12:0] b_pipe_stg0_next, b_pipe_stg1_next, b_pipe_stg2_next, b_pipe_stg3_next;
logic signed[27:0] z_pipe_stg0, z_pipe_stg1, z_pipe_stg2, z_pipe_stg3;
logic signed[27:0] z_pipe_stg0_next, z_pipe_stg1_next, z_pipe_stg2_next, z_pipe_stg3_next;
logic valid_pipe_stg0, valid_pipe_stg1, valid_pipe_stg2, valid_pipe_stg3;
logic valid_pipe_stg0_next, valid_pipe_stg1_next, valid_pipe_stg2_next, valid_pipe_stg3_next;
always @(posedge clk) if (!resetn) begin
    valid_pipe_stg3 <= 0;
    valid_pipe_stg2 <= 0;
    valid_pipe_stg1 <= 0;
    valid_pipe_stg0 <= 0;
end else if(en) begin
    valid_pipe_stg3 <= valid_pipe_stg3_next;
    valid_pipe_stg2 <= valid_pipe_stg2_next;
    valid_pipe_stg1 <= valid_pipe_stg1_next;
    valid_pipe_stg0 <= valid_pipe_stg0_next;
end
always @(posedge clk) if(en) begin
    if (valid_pipe_stg3_next) a_pipe_stg3 <= a_pipe_stg3_next;
    if (valid_pipe_stg2_next) a_pipe_stg2 <= a_pipe_stg2_next;
    if (valid_pipe_stg1_next) a_pipe_stg1 <= a_pipe_stg1_next;
    if (valid_pipe_stg0_next) a_pipe_stg0 <= a_pipe_stg0_next;
    if (valid_pipe_stg3_next) b_pipe_stg3 <= b_pipe_stg3_next;
    if (valid_pipe_stg2_next) b_pipe_stg2 <= b_pipe_stg2_next;
    if (valid_pipe_stg1_next) b_pipe_stg1 <= b_pipe_stg1_next;
    if (valid_pipe_stg0_next) b_pipe_stg0 <= b_pipe_stg0_next;
    if (valid_pipe_stg3_next) z_pipe_stg3 <= z_pipe_stg3_next;
    if (valid_pipe_stg2_next) z_pipe_stg2 <= z_pipe_stg2_next;
    if (valid_pipe_stg1_next) z_pipe_stg1 <= z_pipe_stg1_next;
    if (valid_pipe_stg0_next) z_pipe_stg0 <= z_pipe_stg0_next;
end
always_comb begin
    valid_pipe_stg3_next = valid_pipe_stg2;
    valid_pipe_stg2_next = valid_pipe_stg1;
    valid_pipe_stg1_next = valid_pipe_stg0;
    valid_pipe_stg0_next = in_valid;
    a_pipe_stg3_next = a_pipe_stg2;
    a_pipe_stg2_next = a_pipe_stg1;
    a_pipe_stg1_next = a_pipe_stg0;
    a_pipe_stg0_next = a_in;
    b_pipe_stg3_next = b_pipe_stg2;
    b_pipe_stg2_next = b_pipe_stg1;
    b_pipe_stg1_next = b_pipe_stg0;
    b_pipe_stg0_next = b_in;
    z_pipe_stg3_next = z_pipe_stg2
        + (1 << 11)  
        + (b_pipe_stg3_next[12] ? (a_pipe_stg3_next << 12) : 0)
        + (b_pipe_stg3_next[11] ? (a_pipe_stg3_next << 11) : 0)
        + (b_pipe_stg3_next[10] ? (a_pipe_stg3_next << 10) : 0);
    z_pipe_stg2_next = z_pipe_stg1
        + (b_pipe_stg2_next[9] ? (a_pipe_stg2_next << 9) : 0)
        + (b_pipe_stg2_next[8] ? (a_pipe_stg2_next << 8) : 0)
        + (b_pipe_stg2_next[7] ? (a_pipe_stg2_next << 7) : 0);
    z_pipe_stg1_next = z_pipe_stg0
        + (b_pipe_stg1_next[6] ? (a_pipe_stg1_next << 6) : 0)
        + (b_pipe_stg1_next[5] ? (a_pipe_stg1_next << 5) : 0)
        + (b_pipe_stg1_next[4] ? (a_pipe_stg1_next << 4) : 0);
    z_pipe_stg0_next = 0
        + (b_pipe_stg0_next[3] ? (a_pipe_stg0_next << 3) : 0)
        + (b_pipe_stg0_next[2] ? (a_pipe_stg0_next << 2) : 0)
        + (b_pipe_stg0_next[1] ? (a_pipe_stg0_next << 1) : 0)
        + (b_pipe_stg0_next[0] ? (a_pipe_stg0_next << 0) : 0);
end
always_comb out = z_pipe_stg3;
always_comb out_valid = valid_pipe_stg3;
endmodule
==> flow/run.sh <==
#!/bin/bash
# OpenROAD 26Q1-2900-gdf79404cd8, Yosys 0.63+post, stock flow scripts
make -C /OpenROAD-flow-scripts/flow DESIGN_CONFIG=/design/flow/config.mk WORK_HOME=/design/flow/orfs finish
==> flow/config.mk <==
export PLATFORM = sky130hd
export DESIGN_NAME = quant_seq_mult_15x13_p4
export DESIGN_NICKNAME = quant_seq_mult_15x13_p4
export VERILOG_FILES = /design/flow/design.v
export SDC_FILE = /design/flow/constraint.sdc
export NUM_CORES = 4
export LEC_CHECK = 1
export CORE_UTILIZATION = 40
==> flow/constraint.sdc <==
current_design quant_seq_mult_15x13_p4

set clk_period 9.8
set clk_io_pct 0.2

create_clock -name clk0 -period $clk_period [get_ports {clk}]

set non_clock_inputs [all_inputs -no_clocks]
set_input_delay [expr $clk_period * $clk_io_pct] -clock clk0 $non_clock_inputs
set_output_delay [expr $clk_period * $clk_io_pct] -clock clk0 [all_outputs]
==> run summary <==
impl run done, here's what came out: element type at the critical path end=register, total number of H-tree levels=4, leading post-synthesis cells by instance count=260 x inv_1, 175 x edfxtp_1, 165 x and2_1, Avg WL per Cell=11.7 microns, non-filler instance count after layout=1765, maximum achievable frequency=0.169 GHz, summed negative setup slack over all endpoints=0 ns, internal power component=about 1.7 mW, PnR worst setup slack=3.89 ns, terminus of the critical flop-to-flop path=z_pipe_stg1[25]$_DFFE_PP_, FF-to-FF setup slack=~5.4 ns, minimum clock period after layout=approximately 5.9 ns, slew at the pin closest to its max-slew limit=between 0.7 and 0.8 ns, switching power share of the total=0.334, Post CTS Setup Buffer Count=0, tally of nets with antenna violations remaining after routing=0, WP buf/inv=4, number of warnings in the stage logs=27, startpoint of the worst hold path=b_pipe_stg0[11]$_DFFE_PP_, Synth area leader=edfxtp_1, initial drt markers=around 230, Core Footprint=approximately 34000 sq um, Setup Slack @ Placement=roughly 3.4 ns, Yosys top cell by instances=inv_1, overall die height=187 microns, # Cells Yosys=1240, total routing resource utilization after global routing=0.134, chip area=roughly 35000 sq um, gp weighted congestion=0.816, Pwr Total=2.63 mW, area share, top type=0.385, mean post-synth cell area=about 11 sq um, DRT Wirelength=approximately 20000 microns, Crit-path slowest cell=clkdlybuf4s50_1, stage delay of the slowest cell on the critical path=approximately 0.6 ns, via total after detailed routing=between 8000 and 9000, largest net degree at the start of global routing=54, die outline width=187 microns, kind of cell adding the most delay to the critical path=adder cells, path depth of the worst reg2reg path=11, number of instances in the synthesized netlist=~1200, max-capacitance violation count=0, final core utilization=0.458, Post-synth top flop=edfxtp_1, final hold violations=0, count of hold buffers inserted by post-cts repair=0, clock sinks=179, Hold Crit Depth=0, post-route standard cell area excluding fillers=~15000 sq um, Critical Setup Path Class=in -> reg, cell resize tally after clock tree synthesis=0, clock latency on the worst-skew pair=about 0.42 ns, Initial Utilization=0.407, status=finished, final reports clean, number of antenna violations at the first check in global routing=0, Placed Instances=between 1500 and 2000, number of vias per cell=roughly 4.6, hold-critical path endpoint=b_pipe_stg1[11]$_DFFE_PP_, Critical Path RT=9.96 ns, post-detailed-placement half-perimeter wirelength=roughly 17000 microns, post-synthesis chip area from yosys=between 10000 and 15000 sq um, relative area change from synthesis to final layout=12.6%, number of unique standard cell types used by synthesis=between 60 and 70, post-route clock skew=~0.014 ns, Initial DRT Pass Iterations=4, proportion of synthesized chip area in sequential cells=0.391, Worst Hold Class=reg -> reg, clock root cell=clkbuf_16, highest fanout seen on the critical path=15, RSZ-0062 raised after global routing=no, number of I/O pins=between 60 and 70, DRC violations left=0, count of standard-cell rows=between 60 and 70, Leak Pwr=between 6 and 7 nW, CP cell instances=clkdlybuf4s50_1 -> and2_1 -> fa_1 -> inv_1 -> fa_1 -> inv_1 -> ha_1 -> inv_1 -> fa_1 -> nand2b_1 -> a211oi_1 -> o2111a_1 -> o2111ai_1 -> a21oi_1 -> o21ai_0, Power per Cell Area=between 150 and 200 nW/um^2, first-pass GRT wire length=approximately 37000 microns, placed inst area=between 10000 and 15000 sq um, antenna diode instance count=0, worst ir drop on vdd=about 110 uV, type of element launching the critical path=input pin, port buffer count=60, share of synthesized registers carrying an async set or reset=0, share of the cycle needed by the critical path after routing=0.603, share of total power in the clock network=0.264, fraction of layout instances using a drive strength above 1=0.0387, arrival time worst endpoint=approximately 6.1 ns, Slew headroom=0.515, Sw Pwr=roughly 0.88 mW, CTS tree=built, minimum hold slack=around 0.41 ns, post-synthesis instance area=~14000 sq um, startpoint of the most critical register-to-register path=b_pipe_stg0[4]$_DFFE_PP_, fraction of power consumed by combinational cells=0.363, number of global-route vias before repair=roughly 8100, register share of total power=0.373, final setup violation count=0, clock tree buffer depth=2, number of buffers created by CTS=17, synth top area cells=edfxtp_1 39%, fa_1 20%, and2_1 7.6%, ha_1 7.3%, inv_1 7.2%, Registers, synthesis=about 180, Max Slew Vio Count=0, total overflow reported by the global router=0, CTS clk-pin slew, worst paths=0.08 ns, EDFF count, synth=between 150 and 200, number of warnings issued by yosys=1
==> final cells by class <==
cell class                      instances  area, sq um
Inverter                              260          976
Clock inverter                         14          179
Clock buffer                           18          429
Fill cell                            3050        18200
Multi-Input combinational cell        782         7260
Tap cell                              448          561
Sequential cell                       179         5340
Timing Repair Buffer                   64          631
==> cell families after synthesis <==
| kind of cell | synth area share |
|---|---|
| buffers and inverters | 0.0773 |
| flip-flops | 0.391 |
| adder cells (fa/ha/maj) | 0.273 |
| AND-OR/OR-AND | 0.0861 |
| XOR/XNOR | 0.0392 |
| AND/OR/NAND/NOR | 0.133 |
==> sequential cells by signal, summed over array words and instances (netlist names) <==
register / cells
z_pipe_stg0: 28
b_pipe_stg2: 3
valid_pipe_stg0: 1
b_pipe_stg1: 6
valid_pipe_stg1: 1
a_pipe_stg0: 15
b_pipe_stg0: 9
z_pipe_stg1: 28
valid_pipe_stg2: 1
valid_pipe_stg3: 1
z_pipe_stg3: 28
z_pipe_stg2: 28
a_pipe_stg2: 15
a_pipe_stg1: 15
==> power by group through the flow <==
stage         sequential [mW]  clock (mW)  combinational, mW
global route            0.985       0.746               1.10
finish                  0.979       0.693              0.953
CTS                     0.980       0.714              0.959
==> metal layers <==
| layer | wire length [microns] | track usage | vias to the layer above |
|---|---|---|---|
| li1 | - | - | 4163 |
| met4 | 160 | 0.0101 | 2 |
| met3 | 1010 | 0.0336 | 10 |
| met1 | 10000 | 0.211 | 3756 |
| met5 | 72 | 0.0151 | - |
| met2 | 9300 | 0.209 | 124 |
==> cells in the final DEF (no fill, tap or decap), types with 5 or more instances in the layout <==
master and n:
a211oi_1 11, a21o_1 21, a21oi_1 44, a31oi_1 5, and2_1 162, clkbuf_16 17, clkdlybuf4s50_1 60, edfxtp_1 175
fa_1 136, ha_1 80, inv_1 260, inv_8 5, nand2_1 58, nand2b_1 7, nand3_1 8, nand4_1 5
nor2_1 42, nor2b_1 13, nor3_1 12, o21a_1 15, o21ai_0 30, o21ai_1 7, o21bai_1 8, or3_1 5
xnor2_1 47, xor2_1 14
==> how the worst max path moves through the flow <==
| stage | startpoint | endpoint | slack, ns | depth (start not counted) |
|---|---|---|---|---|
| finish | b_in[0] | z_pipe_stg0[23]$_DFFE_PP_ | 3.89 | 15 |
| global route | b_in[0] | z_pipe_stg0[27]$_DFFE_PP_ | 3.60 | 15 |
| CTS | b_in[0] | z_pipe_stg0[23]$_DFFE_PP_ | 3.86 | 15 |
Power and IR drop assume default switching activity.
