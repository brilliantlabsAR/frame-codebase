## constraint.sdc

```tcl
current_design dp_ram

set clk_period 34.9
set clk_io_pct 0.2

create_clock -name clk0 -period $clk_period [get_ports {rclk}]
create_clock -name clk1 -period $clk_period [get_ports {wclk}]

set non_clock_inputs [all_inputs -no_clocks]
set_input_delay [expr $clk_period * $clk_io_pct] -clock clk0 $non_clock_inputs
set_output_delay [expr $clk_period * $clk_io_pct] -clock clk0 [all_outputs]
```

## run.sh

```bash
#!/bin/bash
# OpenROAD 26Q1-2900-gdf79404cd8, Yosys 0.63+post, stock flow scripts
make -C /OpenROAD-flow-scripts/flow DESIGN_CONFIG=/design/flow/config.mk WORK_HOME=/design/flow/orfs finish
```

## design.v

```verilog
module dp_ram #(
    parameter DW = 18,
    parameter DEPTH = 360    
)(
    input logic[DW-1:0]                 wd,
    input logic[$clog2(DEPTH)-1:0]      wa,
    input logic                         we,
    output logic[DW-1:0]                rd,
    input logic[$clog2(DEPTH)-1:0]      ra,
    input logic                         re,
    input logic                         wclk,
    input logic                         rclk
);
logic[DW-1:0]       mem[0:DEPTH-1];  
always @(posedge wclk)
begin
    if (we)
        mem[wa] <= wd;
end
always @(posedge rclk)
begin
    if (re)
        rd <= mem[ra];
end
endmodule
```

## config.mk

```make
export PLATFORM = sky130hd
export DESIGN_NAME = dp_ram
export DESIGN_NICKNAME = dp_ram
export VERILOG_FILES = /design/flow/design.v
export SDC_FILE = /design/flow/constraint.sdc
export NUM_CORES = 4
export LEC_CHECK = 1
export CORE_UTILIZATION = 50
export SYNTH_MEMORY_MAX_BITS = 65536
```

==> impl_metrics.csv <==
group,metric,value,unit
grt,grt_max_degree,138,
yosys,xor_share,0,%
routing,drc_errors,2,
yosys,synthSimpleGateAreaFrac,1.403,%
routing,vias,120400,
setup_path,cp-start-kind,"primary input",
setup_path,crit_chain,"buf_16, buf_4, buf_4, buf_4, buf_4, buf_4, buf_4, buf_4, buf_4, buf_4, buf_4, mux4_2, mux2i_1, a22oi_1, o21ai_0, nor3_1, a41oi_1, buf_4, nand4_1",
placement,placed_cells,17710,
clock_tree,clk_pin_slew_worst_paths,120,ps
yosys,syn_inst,10840,
setup_path,crit_path_max_fanout,56,
routing,vias_per_cell,6.356,
cells_and_area,fillers,34910,
power,p_clk_share,41.7,%
setup_path,startpoint,"ra[0]",
sta,max_slew_margin,7.911,%
setup_path,cpLargestDelayFamily,"buffers and inverters",
sta,setup_violations,0,
setup_path,crit_buf_inv,12,
yosys,synth-edff-count,6498,
setup_path,arrival,15160,ps
placement,dp_slack,19150,ps
clock_tree,cts_hold_buf,0,
routing,drtAntennaViolNets,0,
setup_path,end_kind,"flop",
routing,routed_wl,718800,um
sta,tightest_slew,1369,ps
run,tool_warnings,33,
grt,grt_pass1_vias,134200,
floorplanning,num_rows,259,
yosys,top_cell,"edfxtp_1",
yosys,synthTopLogicFamily,"multiplexers",
sta,fin_tns_setup,0,ps
setup_path,required,34940,ps
yosys,synthArstFlopShare,0,%
power,p_switching,3.494,mW
yosys,flop_cell,"edfxtp_1",
floorplanning,pin_count,58,
power,p_comb_share,5.1,%
yosys,numSynthFlops,6498,
yosys,synth.avg_cell_area,23.02,um^2
clock_tree,cts_resized,0,
grt,antenna_found_initial,52,
routing,firstDrtPassIters,51,
floorplanning,initial_core_util,50.19,%
cells_and_area,postLayoutCoreUtil,56.73,%
routing,drt-initial-drc-count,8487,
yosys,yosys_warnings,1,
yosys,netlist_area,249600,um^2
floorplanning,die_h,708.6,um
yosys,yosysTopAreaCellShare,78.16,%
status,status,"finished with violations",
placement,portBuffers,56,
clock_tree,cts_tree,"built",
power,p_per_area,57.33,nW/um^2
clock_tree,clock-sinks,6498,
cells_and_area,area_delta_synth_final,13.04,%
yosys,yosysChipArea,249600,um^2
setup_path,critical_path_class,"primary input to flop",
power,p_int,12.68,mW
floorplanning,die_area,502100,um^2
sta,drv_slew,0,
yosys,ys_cells,10840,
yosys,synthTopCellsByCount,"6,498 x edfxtp_1, 1,604 x mux4_2, 443 x nor2_1",
clock_tree,post_cts_buffers,0,
yosys,yosysTopAreaCell,"edfxtp_1",
grt,grt_use_total,32.98,%
placement,gp_congestion,0.9200,
setup_path,cp_slowest_cell,"buf_4",
yosys,compound_area_share,2.632,%
setup_path,crit_top_cell,"buf_4",
yosys,ys_seq_share,78.16,%
cells_and_area,comb_area,51310,um^2
run,cap_violations,0,
worst_hold_path,hold_start,"mem[359][5]$_DFFE_PP_",
floorplanning,fp.dieW,708.6,um
power,leakagePower,87.84,nW
power,swShare,21.59,%
yosys,yosys.area_share.adder,0,%
yosys,ys_sh_mux,16.05,%
grt,grt-ovfl-total,0,
routing,avgRoutedWirePerCell,37.96,um
worst_hold_path,min_path_type,"flop to flop",
cells_and_area,drive_gt1_share,30.30,%
power,peakVddDrop,0.00005030,V
floorplanning,core-area,497400,um^2
power,p_seq_share,53.2,%
setup_path,cpPeakStageDelay,690,ps
yosys,synth_cell_types,77,
grt,grt_first_pass_wirelength,1004000,um
status,violations,"DRC",
sta,final.setup.worst_slack,19780,ps
cells_and_area,fin_cells,18940,
sta,finalHoldViolations,0,
yosys,area_leaders,"edfxtp_1 78%, mux4_2 14%, mux2i_1 1.3%",
sta,rsz0062_at_grt,"false",
cells_and_area,flop_area,195100,um^2
placement,dpl.hpwl,427700,um
setup_path,r2r_start,"mem[146][14]$_DFFE_PP_",
[through the flow]
stage	hold slack (ps)	area, um^2	power [mW]
after global routing	1993	282200	16.60
after floorplan	765.5	249600	9.180
final	1925	282200	16.18
after CTS	1984	282100	16.26
after detailed placement	1071	261600	9.590
after global placement	1099	261600	9.576
[path summary, 6_finish.rpt]
path / to / slack (ps) / cells after the start
min reg2reg: rd[5]$_DFFE_PP_ / 1920 / 5
max in group clk1: mem[119][17]$_DFFE_PP_ / 25210 / 6
min: rd[5]$_DFFE_PP_ / 1920 / 5
min in group clk1: mem[137][6]$_DFFE_PP_ / 6310 / 1
max reg2reg: rd[14]$_DFFE_PP_ / 30350 / 8
max: rd[0]$_DFFE_PP_ / 19780 / 19
[final cells by class]
| cell class | count | share of cell area [%] |
|---|---|---|
| tap | 6655 | 2.951 |
| antenna | 42 | 0.03724 |
| inverter | 7 | 0.01330 |
| sequential | 6498 | 69.15 |
| clock buffer | 849 | 6.210 |
| timing repair buffer | 845 | 2.420 |
| clock inverter | 337 | 1.041 |
| multi-input combinational | 3703 | 18.18 |
[metal layers]
layer / up-vias / track usage (%) / routed length, um / part of all wire [%]
met3: 1423 / 32.45 / 164100 / 23
met2: 9946 / 44.01 / 323200 / 45
met1: 60500 / 36.74 / 196100 / 27
met4: 100 / 10.44 / 31310 / 4.4
met5: - / 6.835 / 4101 / 0.57
li1: 48390 / - / - / -
[logic make-up after synthesis]
group | after synthesis
DFF | 6498
muxes | 1968
AOI/OAI and AO/OA | 926
and+or+nand+nor | 809
buffers and inverters | 643
[flip-flops by register name, summed over array words and instances, names as in the netlist]
name and flops:
mem 6480, rd 18
[power by group through the flow]
stage	clock network [mW]	registers [mW]	logic [mW]
global route	7.13	8.60	0.873
CTS	6.83	8.61	0.822
finish	6.74	8.61	0.827
[worst register-to-register path, delay by kind of cell, from the launching register on]
| family | cells | cell delay (ps) |
|---|---|---|
| buffers and inverters | 1 | 260 |
| flip-flops | 1 | 360 |
| multiplexers | 3 | 1860 |
| AND-OR/OR-AND | 4 | 1080 |
[cell usage in the layout (no fill, tap or decap), drive strengths merged, types with 26 or more instances in the layout]
cell type | Yosys | routed
a21oi | 173 | 173
a221oi | 68 | 68
a22o | 46 | 46
a22oi | 236 | 236
a31oi | 26 | 26
buf | 408 | 816
bufinv | 0 | 36
clkbuf | 228 | 849
clkdlybuf4s50 | 0 | 29
clkinv | 1 | 263
diode | 0 | 42
edfxtp | 6498 | 6498
inv | 6 | 29
mux2i | 333 | 333
mux4 | 1621 | 1621
nand2 | 143 | 143
nand3 | 50 | 50
nor2 | 443 | 443
nor3 | 57 | 57
o21ai | 83 | 83
o221ai | 75 | 75
o22ai | 103 | 103
Power figures rest on the tool's default switching activity, not on a simulated workload.
