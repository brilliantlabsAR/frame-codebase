## /design/flow/run.sh

```bash
#!/bin/bash
# OpenROAD 26Q1-2900-gdf79404cd8, Yosys 0.63+post, stock flow scripts
make -C /OpenROAD-flow-scripts/flow DESIGN_CONFIG=/design/flow/config.mk WORK_HOME=/design/flow/orfs finish
```

## /design/flow/config.mk

```make
export PLATFORM = sky130hd
export DESIGN_NAME = bit_pack
export DESIGN_NICKNAME = bit_pack
export VERILOG_FILES = /design/flow/design.v
export SDC_FILE = /design/flow/constraint.sdc
export NUM_CORES = 4
export LEC_CHECK = 1
export CORE_UTILIZATION = 50
```

## /design/flow/constraint.sdc

```tcl
current_design bit_pack

set clk_period 8.5
set clk_io_pct 0.2

create_clock -name clk0 -period $clk_period [get_ports {clk}]

set non_clock_inputs [all_inputs -no_clocks]
set_input_delay [expr $clk_period * $clk_io_pct] -clock clk0 $non_clock_inputs
set_output_delay [expr $clk_period * $clk_io_pct] -clock clk0 [all_outputs]
```

## /design/flow/design.v

```verilog
module bit_pack (
    input   logic [63:0]            in_data,
    input   logic [6:0]             in_nbits,
    input   logic                   in_tlast,
    input   logic                   in_valid,
    output  logic                   in_hold,
    output  logic [31:0]            out_data,
    output  logic [2:0]             out_nbytes,
    output  logic                   out_tlast,
    output  logic                   out_valid,
    input   logic                   out_hold,
    input   logic                   clk,
    input   logic                   resetn
);
logic [31:0]            in32_data;
logic [5:0]             in32_nbits;
logic                   in32_tlast;
logic                   in32_valid;
logic                   in32_hold;
logic                   long_in; 
always @(posedge clk)
if (!resetn) begin
    in32_valid <= 0;
    long_in <= 0;
end
else if (~(in32_hold & in32_valid)) begin
    in32_valid <= in_valid;
    if (long_in)
        long_in <= 0;
    else if (in_valid & in_nbits > 32)
        long_in <= 1;
end
always @(posedge clk)
if (~(in32_hold & in32_valid))
    if (long_in) begin
        in32_nbits <= in_nbits - 32;
        in32_data <= in_data;
        in32_tlast <= in_tlast;
    end
    else if (in_valid)
        if (in_nbits > 32)  begin
            in32_nbits <= 32;
            in32_data <= in_data >> 32;
            in32_tlast <= 0;
        end
        else begin
            in32_nbits <= in_nbits;
            in32_data <= in_data >> 32;
            in32_tlast <= in_tlast;
        end
always_comb in_hold = (in32_hold & in32_valid) | (~long_in & in_nbits > 32);  
logic [5:0]             bit_count, next_bit_count, next_bit_count_incr, next_bit_count_decr;
logic [63:0]            bit_packer, next_bit_packer, next_bit_packer_load;
logic [5:0]             next_bit_packer_shift;
logic                   tlast_cycle, next_tlast_cycle;
logic                   next_out_tlast;
always_comb out_data = (bit_packer >> 32) | (out_tlast ? (32'hffffffff >> bit_count) : 0);
always_comb next_bit_count = bit_count + next_bit_count_incr - next_bit_count_decr;
always_comb next_bit_packer = (bit_packer << next_bit_packer_shift) | (next_bit_packer_load << (32 + next_bit_count_decr - bit_count));
always_comb begin
    if (out_tlast) begin
        next_bit_count_decr = bit_count;
        next_bit_packer_shift = 32;
    end
    else if (bit_count >= 32) begin
        next_bit_count_decr = 32;
        next_bit_packer_shift = 32;
    end
    else begin
        next_bit_count_decr = 0;
        next_bit_packer_shift = 0;
    end
    if (in32_valid & ~in32_hold) begin
        next_bit_count_incr = in32_nbits;
        next_bit_packer_load = in32_data;
    end
    else begin
        next_bit_count_incr = 0;
        next_bit_packer_load = 0;
    end
    if (tlast_cycle)
        next_tlast_cycle = ~out_tlast;
    else if (in32_valid)
        next_tlast_cycle = in32_tlast;
    else
        next_tlast_cycle = tlast_cycle;
end
always @(posedge clk)
if (!resetn) begin
    bit_count <= 0;
    tlast_cycle <= 0;
    out_tlast <= 0;
    out_valid <= 0;
    bit_packer <= 0;
end
else if (~(out_hold & out_valid)) begin   
    bit_count <= next_bit_count;
    tlast_cycle <= next_tlast_cycle;
    out_tlast <= next_tlast_cycle & next_bit_count <= 32;
    out_valid <= (next_tlast_cycle & next_bit_count <= 32) | next_bit_count >= 32;  
    bit_packer <= next_bit_packer;
end
always @(posedge clk)
if (~(out_hold & out_valid))
    out_nbytes <= (next_tlast_cycle & next_bit_count <= 32) ? (next_bit_count + 7) >> 3 : 4;  
always_comb in32_hold = (out_hold & out_valid) | (tlast_cycle & ~out_tlast);
endmodule
```

==> results.ini <==
[outcome]
outcome=completed

[synthesis]
postSynthCellCount=927
yosys_area_sq_um=8590
yosys_cells=927
ys_ff=117
syn_avg_cell_area_sq_um=9.27
ys_types=81
yosysSeqAreaShare_pct=32.2
synthArstFlopShare_pct=0
synth-edff-count=42
ys_warn_count=1
synth-main-ff-cell=dfxtp_1
syn_area_sq_um=8590

[sta]
fmax_mhz=175
tns_ns=0
period_used_pct=67.1
worstMarginPinSlew_ns=0.937
fin_skew_ns=0.00795
max_slew_margin_pct=37.2
finalSetupViolations=0
maxSlewViolCount=0
rsz0062_at_grt=no
min_period_ns=5.70
finalHoldViolCount=0
holdWs_ns=0.461

[worst_hold_path]
hold_end=bit_packer[39]
worst_hold_path.num_cells=1
hold_class=flop to flop
min_from=bit_packer[39]

[pwr]
p_leak_nw=3.92
irDropWorstVdd_v=0.000278
p_per_area_nw_per_um2=440

[floorplan]
fp.dieH_um=133
die_w_um=133
die_area_sq_um=17700
core-area_sq_um=16700
rows=47
pin_count=114
fp_util_pct=51.4

[clock_network]
numCtsBuffers=17
clkTransAtPathRegs_ns=0.06
insertion_delay_ns=0.42
cts_resized=0
cts_setup_buffers=0
hold_buffers=0
htree_levels=4
cts_max_path_buffers=2
root_buffer=clkbuf_16
cts_tree=built
cts.sinks=117

[setup_path]
cp.required_ns=6.80
worst_setup_path_end_kind=output port
worstPathMaxFanout=15
rrSetupSlack_ns=3.49
worstSetupPathType=primary input to output port
arrival_ns=4.00
critPathLaunchType=primary input
r2r-end=bit_packer[61]
r2r-start=bit_count[0]
reg2reg_depth=14

[finish]
drive_above_1_share_pct=13.4
layout-area-overhead-vs-synth_pct=21.0
design_area_sq_um=10400
mostFrequentLayoutCell=clkdlybuf4s50_1
mostFrequentLayoutCells=clkdlybuf4s50_1, nand2_1, dfxtp_1

[global_route]
grt_pass1_vias=7870
grt_usage_pct=34.2
antenna_found_initial=0
grt-ovfl-total=0
grt_max_degree=53
grt_pass1_wl_mm=44.7

[route]
met3_length_mm=2.64
wl_mm=28.2
vias=8120
top_layer=met4
drc_errors=0
viasPerCell=6.52
diodes=0
wl_met2_mm=12.6
dr.pass1.iters=5
ant_nets=0
routedWlPerCell_um=22.6
first_iter_violations=786
wl_met1_mm=12.2

[placement]
placed_area_sq_um=9820
gp_congestion=0.961
dp_hpwl_mm=20.0
io_buffers=113

[run]
warnings=26
drv_cap=0

layer usage:
metal	up-vias	track usage (%)
met2	461	51.3
met3	49	9.18
li1	3720	-
met5	-	0
met1	3890	52.0
met4	0	7.02
per-stage QoR:
step / setup slack, ns / power (mW) / util [%] / std cells
detailed placement: 2.83 / 3.80 / 58.8 / 1213
finish: 2.80 / 4.58 / 62.3 / 1245
CTS: 2.81 / 4.52 / 62.3 / 1245
global placement: 2.85 / 3.77 / 58.8 / 1213
floorplan: 3.66 / 2.89 / - / 930
global route: 2.63 / 4.86 / 62.3 / 1245
cells in the mapped netlist (4+ instances only):
master	number	area, sq um
a21oi_1	45	225
buf_2	14	70.1
o22ai_1	34	213
nand4_1	8	50.1
mux2_2	37	417
a211oi_1	14	105
o22a_1	10	87.6
clkbuf_1	43	161
xor2_1	4	35.0
mux4_2	22	495
a2bb2oi_1	13	114
a221oi_1	5	43.8
a31oi_1	16	100
o211a_1	5	50.1
or2_2	7	43.8
inv_1	21	78.8
a21o_1	24	180
a22oi_1	14	105
buf_1	6	22.5
nand2_1	87	327
o211ai_1	14	105
mux4_1	10	263
nand2b_1	23	144
o21ai_1	6	30.0
o21a_1	7	52.6
and3_1	7	43.8
o21ai_0	45	225
mux2i_1	47	470
nor2_1	69	259
nand3_1	17	85.1
edfxtp_1	42	1260
ha_1	16	200
nor3_1	16	80.1
and2_1	12	75.1
xnor2_1	8	70.1
nor2b_1	6	37.5
o221ai_1	11	96.3
dfxtp_1	75	1500
registers in the layout, indices dropped and copies added (netlist names):
register / count
in32_valid: 1
tlast_cycle: 1
bit_count: 6
in32_tlast: 1
in32_data: 32
out_valid: 1
bit_packer: 64
in32_nbits: 6
out_tlast: 1
long_in: 1
out_nbytes: 3
power by group:
group,internal (mW),switching [mW]
logic,1.22,1.83
registers,0.721,0.113
clock network,0.432,0.268
cell type report:
class / count / area, sq um
Timing Repair Buffer: 136 / 1300
Sequential cell: 117 / 2760
Multi-Input combinational cell: 718 / 5390
Fill cell: 1381 / 6300
Inverter: 22 / 82.6
Tap cell: 220 / 275
Clock buffer: 23 / 520
Clock inverter: 9 / 60.1
how the worst max path moves through the flow:
stage,end,start,slack (ns)
after CTS,in_hold,out_hold,2.81
after global routing,in_hold,out_hold,2.63
final,in_hold,out_hold,2.80
critical path, cell delays in order:
cell and delay (ns):
clkdlybuf4s50_1 0.44, and2_1 0.50, inv_1 0.14, a21boi_0 0.53, or2_2 0.23, clkdlybuf4s50_1 0.45
cell families after synthesis:
kind of cell | after synthesis | share of synthesized area, %
AOI/OAI and AO/OA | 296 | 23.9
xor gates and xnor gates | 13 | 1.41
adders and majority gates | 18 | 2.80
buffers and inverters | 95 | 5.37
DFF | 117 | 32.2
muxes | 117 | 19.4
other | 2 | 0.0874
and+or+nand+nor | 269 | 14.9
Power and IR drop assume default switching activity.
