===== run.sh =====
#!/bin/bash
# OpenROAD 26Q1-2900-gdf79404cd8, Yosys 0.63+post, stock flow scripts
make -C /OpenROAD-flow-scripts/flow DESIGN_CONFIG=/design/flow/config.mk WORK_HOME=/design/flow/orfs finish

===== config.mk =====
export PLATFORM = sky130hd
export DESIGN_NAME = psync1
export DESIGN_NICKNAME = psync1
export VERILOG_FILES = /design/flow/design.v
export SDC_FILE = /design/flow/constraint.sdc
export NUM_CORES = 4
export LEC_CHECK = 1
export CORE_AREA = 10 10 70 70
export DIE_AREA = 0 0 80 80

===== constraint.sdc =====
current_design psync1

set clk_period 1.2
set clk_io_pct 0.2

create_clock -name clk0 -period $clk_period [get_ports {in_clk}]
create_clock -name clk1 -period $clk_period [get_ports {out_clk}]

set non_clock_inputs [all_inputs -no_clocks]
set_input_delay [expr $clk_period * $clk_io_pct] -clock clk0 $non_clock_inputs
set_output_delay [expr $clk_period * $clk_io_pct] -clock clk0 [all_outputs]

===== design.v =====
module psync1 (
    input logic     in,
    input logic     in_clk,
    input logic     in_reset_n,
    output logic    out,
    input logic     out_clk,
    input logic     out_reset_n
);
logic p;
always @(posedge in_clk)
if (!in_reset_n) p <= 0;
else if (in) p <= ~p;
logic [2:0] p_cdc;
always @(posedge out_clk)
if (!out_reset_n) p_cdc <= 0;
else p_cdc <= {p_cdc, p};
always_comb out = ^p_cdc[2:1];
endmodule

==> out/results.tsv <==
metric	value	unit
yosys stat chip area	124	µm²
# diodes	0	
Die Wd	80	µm
Tool Warnings	27	
Pre-antenna DRT Iters	1	
first-pass GRT wire length	517	µm
cell count after placement	60	
Max H-tree Level	1	
Final Max Tran Viols	0	
Worst Path Max Fanout	2	
initial antenna violation count	0	
R2R Setup Slk	0.50	ns
Reg power frac	0.424	
RSZ-0062 raised after global routing	no	
Int Pwr	0.283	mW
row count	21	
max-cap violations	0	
# Post-CTS Setup Buffers	0	
CP Data Required Time	0.96	ns
VDD IR-drop max	0.700	mV
Critical R2R Capture	p	
top-level port count	6	
cell type with the largest total area	dfxtp_1	
global-route usage over all layers	0.0116	
Worst Max-Slew Pin Slew	0.115	ns
Syn-to-layout area delta	96.0	%
synthesized instance count	10	
Fin. Hold Viols	0	
Logic pwr share	0.066	
Residual DRC	0	
Max clock buf depth	2	
FP Core Util	0.0363	
Die Ht	80	µm
Min Hold Slack	0.242	ns
Hold Path Depth	1	
area share of the largest cell type after synthesis	0.646	
fillers	420	
kind of end point of the critical path	output port	
final setup fails	0	
Clock Power Share	0.510	
Avg Cell Area, Syn	12.4	µm²
register area share after synthesis	0.646	
vias per cell	1.41	
pwr dens	1410	mW/mm²
WS Path Type	flip-flop to output port	
top cells by area	dfxtp_1 65%, and2_1 15%, xor2_1 14%, and2_2 6.1%	
Synth Warn #	1	
core area	0.00342	mm²
Initial DRC Count	0	
Worst Setup Start Kind	flip-flop	
vias in the first global route	114	
Static Leak	0.0904	nW
ys flops	4	
routed length per instance	4.42	µm
sw frac	0.173	
Total Wirelength	283	µm
I/O Buffers	4	
HPWL after DPL	224	µm
cell area after synthesis	124	µm²
Crit path arrival time	0.82	ns
Worst slew margin	0.923	
Switch Pwr	0.0593	mW
CTS tree	built	
post-route insts no fill	64	
Die ar.	0.00640	mm²
share of cells above drive strength 1	0.278	
root buffer cell	clkbuf_4	
largest net degree at the start of global routing	4	
reg2reg start	p	
status	finished, final reports clean	
# Cells Yosys	10	
DRT antenna net count	0	
distinct lib cells	4	
Final GP Congestion	0.553	
CTS clock-pin slew for the worst setup and hold paths	0.04	ns
Hold Crit Start	p	
Hold Crit Class	flip-flop to flip-flop	
total CTS buffers	3	
Reg2Reg Depth	2	
gr ovfl total	0	
Worst Hold Path EP	p_cdc[0]	
Worst Skew	0.00206	ns
vias	90	
==> metrics by stage <==
step	setup WS (ns)	cell area (µm²)	total power, mW	setup TNS [ns]	util
global route	0.0651	243	0.381	0	0.0711
detailed placement	-0.0107	221	0.171	-0.0107	0.0648
finish	0.139	243	0.343	0	0.0711
CTS	0.00264	246	0.354	0	0.0722
global placement	-0.00349	221	0.171	-0.00349	0.0648
floorplan	0.516	124	0.155	0	-
==> cells in the final DEF (no fill, tap or decap), drive strengths merged <==
master,Yosys,routed
and2,4,4
clkbuf,0,5
clkdlybuf4s50,0,3
dfxtp,4,4
xor2,2,2
==> layout make-up <==
| type | count | area, µm² | area share |
|---|---|---|---|
| Clock buffer | 4 | 26.3 | 0.108 |
| Sequential cell | 4 | 80.1 | 0.330 |
| Tap cell | 46 | 57.6 | 0.237 |
| Multi-Input combinational cell | 6 | 43.8 | 0.180 |
| Timing Repair Buffer | 4 | 35.0 | 0.144 |
==> Yosys cell counts, drive strengths merged <==
library cell  instances
and2                  4
dfxtp                 4
xor2                  2
==> power groups by stage <==
stage / logic, mW / registers [mW] / clock network (mW)
after global routing: 0.0262 / 0.146 / 0.209
after CTS: 0.0236 / 0.145 / 0.185
final: 0.0224 / 0.145 / 0.175
==> sequential cells by signal, summed over array words and instances, names as in the netlist <==
name,cells
p,1
p_cdc,3
==> critical path, cell delays in order (launching register included) <==
cell and delay, ns:
dfxtp_1 0.33, xor2_1 0.14, clkbuf_2 0.13
==> cell families after synthesis <==
kind of cell	share of synthesized area
xor+xnor	0.141
flops	0.646
simple gates	0.212
==> how the worst max path moves through the flow <==
stage / cells past startpoint / slack (ns) / startpoint / to
4_1_cts: 2 / 0.003 / p_cdc[1] / out
5_1_grt: 2 / 0.07 / p_cdc[1] / out
6_report: 2 / 0.14 / p_cdc[1] / out
==> metal layers <==
| metal | part of all wire | vias up | GRT usage |
|---|---|---|---|
| met5 | 0 | - | 0 |
| met4 | 0 | 0 | 0.00352 |
| met3 | 0.18 | 0 | 0.0159 |
| met2 | 0.32 | 8 | 0.0120 |
| met1 | 0.49 | 37 | 0.0127 |
| li1 | - | 45 | - |
==> what timing repair did <==
item	4_1_cts	5_1_grt
hold buffers	0	0
gates resized	1	2
pin swaps	0	0
endpoints found under the setup margin	1	1
Power is estimated from default activity; no workload was simulated.
